==> flow/design.v <==
module ff_array #(
            parameter               S_INDEX     = 4,
            parameter               WIDTH       = 1
)(
    input   logic                   clk0,
    input   logic                   rst0,
    input   logic                   csb0,
    input   logic                   web0,
    input   logic   [S_INDEX-1:0]   addr0,
    input   logic   [WIDTH-1:0]     din0,
    output  logic   [WIDTH-1:0]     dout0
);
            localparam              NUM_SETS    = 2**S_INDEX;
            logic                   web0_reg;
            logic   [S_INDEX-1:0]   addr0_reg;
            logic   [WIDTH-1:0]     din0_reg;
            logic   [WIDTH-1:0]     internal_array [NUM_SETS];
    always_ff @(posedge clk0) begin
        if (rst0) begin
            web0_reg  <= 1'b0;
            addr0_reg <= 'x;
            din0_reg  <= 'x;
        end else begin
            if (!csb0) begin
                web0_reg  <= web0;
                addr0_reg <= addr0;
                din0_reg  <= din0;
            end
        end
    end
    always_ff @(posedge clk0) begin
        if (rst0) begin
            for (int i = 0; i < NUM_SETS; i++) begin
                internal_array[i] <= '0;
            end
        end else begin
            if (!web0_reg) begin
                internal_array[addr0_reg] <= din0_reg;
            end
        end
    end
    always_comb begin
        dout0 = internal_array[addr0_reg];
    end
endmodule : ff_array
==> flow/run.sh <==
#!/bin/bash
# OpenROAD 26Q1-2900-gdf79404cd8, Yosys 0.63+post, stock flow scripts
make -C /OpenROAD-flow-scripts/flow DESIGN_CONFIG=/design/flow/config.mk WORK_HOME=/design/flow/orfs finish
==> flow/config.mk <==
export PLATFORM = sky130hd
export DESIGN_NAME = ff_array
export DESIGN_NICKNAME = ff_array
export VERILOG_FILES = /design/flow/design.v
export SDC_FILE = /design/flow/constraint.sdc
export NUM_CORES = 4
export LEC_CHECK = 1
export CORE_AREA = 10 10 97 97
export DIE_AREA = 0 0 107 107
==> flow/constraint.sdc <==
current_design ff_array

set clk_period 2.4
set clk_io_pct 0.2

create_clock -name clk0 -period $clk_period [get_ports {clk0}]

set non_clock_inputs [all_inputs -no_clocks]
set_input_delay [expr $clk_period * $clk_io_pct] -clock clk0 $non_clock_inputs
set_output_delay [expr $clk_period * $clk_io_pct] -clock clk0 [all_outputs]
==> Slide: Implementation Results <==
Physical Implementation Snapshot

Logic synthesis
  – Number of enable flip-flop cells: 21
  – Post-synthesis cell count: 93
  – Warnings, synthesis: 1
  – Mapped Avg Cell Area: 13.10 sq um
  – Ys cells: 93
  – Synthesized registers: 26
  – Register share after synthesis: 0.5996
  – Distinct lib cells used: 20
  – Synth async-reset ratio: 0
  – Post-synthesis chip area from yosys: 1219 sq um
  – Main flop type: edfxtp_1
  – Mapped Area: 1219 sq um

Final layout
  – P&R area growth vs syn: 23.51%
  – Comb gate area: 460.4 sq um
  – Top cells excl fill/tap: edfxtp_1, nor2_1, a21o_1, clkdlybuf4s50_1, nand2_1
  – Dominant logic cell type in the layout: edfxtp_1
  – Fill count: 818
  – Share of cells above drive strength 1: 0.1509
  – FF/Latch Area: 734.5 sq um

Setup path
  – Crit Path Max Fanout: 4
  – CP Launch Type: register
  – CP Data Required Time: 1.92 ns
  – Crit path capture type: output pin
  – Reg2Reg Depth: 3
  – Critical Path Most Common Cell: mux2i_1
  – Crit-path cells: mux4_2 > mux2i_1 > mux2i_1 > dlymetal6s2s_1
  – Reg2reg end: internal_array[12]$_SDFFCE_PN0P_
  – Critical R2R Launch: addr0_reg[1]$_DFFE_PN_
  – R2R setup slack: 0.85 ns
  – CP max stage cell: mux4_2
  – CP arrival: 1.54 ns
  – WS Path Type: register to output pin
  – Worst path max stage delay: 0.52 ns
  – CP endpoint: dout0[0]

Floorplanning
  – Chip area: 11450 sq um
  – Rows: 31
  – Io pins: 10
  – Chip Width: 107 um
  – Starting Density: 0.1671
  – Core Area: 7292 sq um
  – Die height: 107 um

Timing
  – Achievable frequency: 0.4955 GHz
  – Fin crit share: 0.8410
  – Fin. max-slew vios: 0
  – Count of final hold-check violations: 0
  – RSZ-0062 raised after global routing: false
  – Max Clock Skew: 0.006556 ns
  – Post-route minimum period: 2.018 ns
  – Setup-failing EPs final: 0
  – Worst hold slack: 0.5853 ns
  – Measured slew at the worst slew-check pin: 0.4328 ns
  – Max_slew headroom: 0.7115
  – Setup TNS: 0 ns

Power and ir drop
  – Worst VDD drop: 0.0003446 V
  – P_leak: 0.5739 nW
  – Pwr Density: 668.4 nW/um^2
  – Total power: 1.006 mW

Global routing
  – Grt ovf: 0
  – Vias in the first global route: 792
  – GRT Total Usage: 0.04389
  – Antenna violations before repair: 0
  – First-pass GRT wire length: 3995 um
  – Largest net degree at the start of global routing: 16

Place
  – PortBufs: 9
  – Placer Congestion: 0.8067
  – DP HPWL: 1758 um

Worst hold path
  – Worst hold path type: register to register

Routing
  – DR WL/cell: 11.72 um
  – Vias: 791
  – Initial DRC Count: 48
  – Drt via density: 3.859
  – DR pass1 iterations: 4
  – Final wirelength: 2402 um
  – Ant. Diodes: 0
  – DR DRC count: 0
  – Post-DRT Antenna Nets: 0

CTS
  – CTS H-tree depth: 1
  – CTS tree: yes
  – Root buf cell: clkbuf_8
  – CTS Buf Count: 3
  – Clk ins delay skew pair: 0.27 ns
  – CTS Hold Buffers Added: 0
  – CTS max path bufs: 2
  – Clock slew at reported path FFs: 0.08 ns
  – Clock sink count: 26

Outcome
  – Status: finished clean

Job
  – Max cap viols: 0
  – Tool warnings: 25
[stage by stage]
step | utilization | std cells | instance area, sq um | worst slack [ns]
floorplan | - | 93 | 1219 | 0.8018
global placement | 0.1978 | 201 | 1443 | 0.1791
detailed placement | 0.1978 | 201 | 1443 | 0.1850
CTS | 0.2081 | 205 | 1518 | 0.006402
global route | 0.2064 | 205 | 1505 | 0.2262
finish | 0.2064 | 205 | 1505 | 0.3817
[how the worst min path moves through the flow]
stage     slack [ns]               endpoint  depth (start not counted)                  start
4_1_cts         0.59  web0_reg$_SDFFE_PP0N_                          2  web0_reg$_SDFFE_PP0N_
5_1_grt         0.62  web0_reg$_SDFFE_PP0N_                          2  web0_reg$_SDFFE_PP0N_
6_report        0.59  web0_reg$_SDFFE_PP0N_                          2  web0_reg$_SDFFE_PP0N_
[routing by layer]
metal | vias up | track usage | share of wire
li1 | 374 | - | -
met1 | 381 | 0.06190 | 0.47
met2 | 34 | 0.06453 | 0.42
met3 | 2 | 0.01698 | 0.090
met4 | 0 | 0.005803 | 0.013
met5 | - | 0 | 0
[synthesized netlist by cell type (2+ instances only)]
master | count | area, sq um
a21o_1 | 12 | 90.09
clkbuf_1 | 2 | 7.510
dfxtp_1 | 5 | 100.1
edfxtp_1 | 21 | 630.6
mux2_2 | 4 | 45.04
mux2i_1 | 4 | 40.04
mux4_1 | 4 | 105.1
nand2_1 | 5 | 18.77
nand2b_1 | 2 | 12.51
nand3_1 | 2 | 10.01
nor2_1 | 19 | 71.32
nor2b_1 | 2 | 12.51
o21bai_1 | 4 | 30.03
[worst max-delay path, delay by kind of cell (launching register included)]
family | cells | cell delay (ns)
DFF | 1 | 0.41
muxes | 3 | 0.74
buffers and inverters | 1 | 0.13
[kinds of logic (layout without fill, tap and decap cells)]
logic type	Yosys count	in the layout	synth area share
and+or+nand+nor	36	36	0.1355
AOI/OAI and AO/OA	16	16	0.09857
muxes	12	12	0.1561
buffers and inverters	3	16	0.01027
DFF	26	26	0.5996
[final cells by class]
cell class | instances | area share
Clock buffer | 3 | 0.02743
Timing Repair Buffer | 12 | 0.07648
Clock inverter | 1 | 0.01995
Tap cell | 99 | 0.08229
Sequential cell | 26 | 0.4879
Multi-Input combinational cell | 64 | 0.3059
[where the power goes]
part	switching (mW)	leakage, nW	internal (mW)
Sequential	0.0265	0.265	0.514
Clock	0.135	0.0357	0.223
Combinational	0.0497	0.273	0.0585
[what timing repair did]
item	CTS	global route
endpoints found under the setup margin	1	1
resized	2	5
buffers inserted	0	0
Power figures rest on the tool's default switching activity, not on a simulated workload.
